**/design/flow/run.sh**
```bash
#!/bin/bash
# OpenROAD 26Q1-2900-gdf79404cd8, Yosys 0.63+post, stock flow scripts
make -C /OpenROAD-flow-scripts/flow DESIGN_CONFIG=/design/flow/config.mk WORK_HOME=/design/flow/orfs finish
```
**/design/flow/config.mk**
```make
export PLATFORM = sky130hd
export DESIGN_NAME = tx_ptp_buf
export DESIGN_NICKNAME = tx_ptp_buf
export VERILOG_FILES = /design/flow/design.v
export SDC_FILE = /design/flow/constraint.sdc
export NUM_CORES = 4
export LEC_CHECK = 1
export CORE_UTILIZATION = 40
```
**/design/flow/constraint.sdc**
```tcl
current_design tx_ptp_buf

set clk_period 9.2
set clk_io_pct 0.2

create_clock -name clk0 -period $clk_period [get_ports {bus2ip_clk}]
create_clock -name clk1 -period $clk_period [get_ports {tx_clk}]

set non_clock_inputs [all_inputs -no_clocks]
set_input_delay [expr $clk_period * $clk_io_pct] -clock clk0 $non_clock_inputs
set_output_delay [expr $clk_period * $clk_io_pct] -clock clk0 [all_outputs]
```
**/design/flow/design.v**
```verilog
module tx_ptp_buf (
    input               tx_clk,
    input               tx_rst_n,
    output reg          tx_en_o,
    output reg          tx_er_o,
    output reg [7:0]    txd_o  ,
    input               bus2ip_clk   ,
    input               bus2ip_rst_n  ,
    input  [31:0]       bus2ip_addr_i ,
    input  [31:0]       bus2ip_data_i ,
    input               bus2ip_rd_ce_i ,          
    input               bus2ip_wr_ce_i ,          
    output reg [31:0]   ip2bus_data_o   
);
    parameter TX_BUF_BADDR = 32'h2000;
    reg  [31:0] wr_buf[127:0];  
    reg  [8:0]  frm_len;
    reg         tx_start, tx_start_d1, tx_start_d2;
    wire [31:0] masked_addr  = bus2ip_addr_i & 32'h1ff;
    wire [6:0]  shifted_addr = masked_addr[8:2];
    always @(posedge bus2ip_clk or negedge bus2ip_rst_n) begin
        if(!bus2ip_rst_n) begin
            frm_len  <= 0;
            tx_start <= 0;
        end
        else if(bus2ip_wr_ce_i == 1'b1 && bus2ip_addr_i == TX_BUF_BADDR + 32'h200) begin    
            frm_len  <= bus2ip_data_i[8:0];
            tx_start <= bus2ip_data_i[15];
        end
        else if(bus2ip_wr_ce_i == 1'b1 && bus2ip_addr_i >= TX_BUF_BADDR && bus2ip_addr_i < (TX_BUF_BADDR+32'h200)) begin   
            wr_buf[shifted_addr] <= bus2ip_data_i[31:0];
        end
        else begin   
            if(tx_start_d2 == 1'b1)   tx_start   <= 0 ;
        end
    end
    always @(posedge bus2ip_clk or negedge bus2ip_rst_n) begin
        if(!bus2ip_rst_n) begin
            {tx_start_d1,  tx_start_d2} <= 2'b0;
        end
        else begin
            {tx_start_d1,  tx_start_d2} <= {tx_start,  tx_start_d1};
        end
    end
    always @(*) begin
        if(bus2ip_rd_ce_i == 1'b1 && bus2ip_addr_i == TX_BUF_BADDR + 32'h200)  
            ip2bus_data_o[31:0] = {16'b0, tx_start, 6'b0, frm_len};
        else if(bus2ip_rd_ce_i == 1'b1 && bus2ip_addr_i >= TX_BUF_BADDR && bus2ip_addr_i < (TX_BUF_BADDR+32'h200)) 
            ip2bus_data_o[31:0] = wr_buf[shifted_addr];
        else
            ip2bus_data_o[31:0] = 32'h0;
    end
    parameter TX_IDLE = 2'd0, TX_PREAMBLE = 2'd1, TX_SFD = 2'd2, TX_DATA = 2'd3;
    reg  [1:0] cstate, nstate;
    reg  tx_start_z1, tx_start_z2, tx_start_z3; 
    wire  start_pul = tx_start_z2 & (~tx_start_z3);
    always @(posedge tx_clk or negedge tx_rst_n) begin
        if(!tx_rst_n) begin
            {tx_start_z1,  tx_start_z2, tx_start_z3} <= 3'b0;
        end
        else begin
            {tx_start_z1,  tx_start_z2, tx_start_z3} <= {tx_start,  tx_start_z1, tx_start_z2};
        end
    end
    reg  [8:0]  eth_count;
    wire [8:0]  tx_octets = (eth_count >= 8) ? eth_count - 8 : 0;
    wire last_data = (tx_octets == (frm_len-1)) ? 1 : 0;
    always @(posedge tx_clk or negedge tx_rst_n) begin
        if(!tx_rst_n) 
            cstate <= TX_IDLE;
        else 
            cstate <= nstate;
    end
    always @(*) begin
      nstate = cstate;
      case(cstate)
          TX_IDLE:
              if(start_pul == 1'b1)
                  nstate = TX_PREAMBLE;
          TX_PREAMBLE:                
              if(eth_count == 6)
                  nstate = TX_SFD;
          TX_SFD:                     
              nstate = TX_DATA;
          TX_DATA:                    
              if(last_data == 1'b1)
                  nstate = TX_IDLE;
      endcase
    end
    wire [6:0]  addr = tx_octets[8:2];
    wire [31:0] data_tuple = wr_buf[addr];
    reg  [7:0]  data;
    always @(*) begin
        case(tx_octets[1:0])
            2'b00: 
                data = data_tuple[7:0];
            2'b01:
                data = data_tuple[15:8];
            2'b10:
                data = data_tuple[23:16];
            2'b11:
                data = data_tuple[31:24];
            default:
                data = 8'h0;
        endcase
    end
    always @(posedge tx_clk or negedge tx_rst_n) begin : TX_GMII
        if(!tx_rst_n) begin
            tx_en_o   <= 0;
            tx_er_o   <= 0;
            txd_o     <= 8'h0;
            eth_count <= 0;
        end
        else if(cstate == TX_IDLE) begin
            tx_en_o   <= 0;
            tx_er_o   <= 0;
            txd_o     <= 8'h0;
            eth_count <= 0;
        end
        else if(cstate == TX_PREAMBLE) begin
            tx_en_o   <= 1;
            tx_er_o   <= 0;
            txd_o     <= 8'h55 ;
            eth_count <= eth_count + 1;
        end
        else if(cstate == TX_SFD) begin
            tx_en_o   <= 1;
            tx_er_o   <= 0;
            txd_o     <= 8'hd5 ;
            eth_count <= eth_count + 1;
        end
        else if(cstate == TX_DATA) begin
            tx_en_o   <= 1;
            tx_er_o   <= 0;
            txd_o     <= data ;
            eth_count <= eth_count + 1;
        end
    end
endmodule
```
==> CHANGELOG.md <==
### Changed

- Outcome: did not finish
- Halt Stage: global routing (5_1_grt)
- Halt Reason: [ERROR GRT-0116] Global routing finished with congestion. Check the congestion regions in the DRC Viewer.
- Leading area contributor after synthesis: edfxtp_1
- Synthesized-area fraction occupied by adder cells: 0.0427%
- Mean Syn Cell Area: 15.0 um^2
- YS warnings: 2
- Multiplexer share of the synthesized area: 0.247%
- Overall track demand over capacity in global routing: 103%
- Placed inst area: 199000 um^2
- DIE HEIGHT: 665 um
- Main area contributors: edfxtp_1, a22oi_1, a22o_1
- Post-synthesis cell area: 176000 um^2
- Fraction of registers with async set or reset after synthesis: 0.895%
- Count of instantiated cells in the yosys netlist: 11751
- Area fraction in and, or, nand and nor cells after synthesis: 6.06%
- Top logic cell family in the synthesized netlist: AND-OR/OR-AND gates
- I/O pins: 112
- Starting density of the core: 40.2%
- Post-synthesis cell type count: 106
- Total congestion overflow after global routing: 25883
- Maximum number of pins on one net before global-route repair: 90
- Gate Count Post-Synth: 11751
- Synthesis-stage register bit count: 4133
- Number of instances in the placed design: 18434
- Number of enable flip-flop cells: 4096
- Sequential area share after synthesis: 70.4%
- Post-DP HPWL: 1350 mm
- Die width: 665 um
- Final weighted congestion in routability-driven placement: 1.46
- Synthesis area per yosys: 176000 um^2
- Synthesized-area fraction occupied by ao, oa, aoi and oai cells: 20.9%
- Vias in the first global route: 226286
- Wire length of the first global-routing pass: 2770 mm
- Number of hold buffers added after CTS: 0
- Area share, top type: 69.9%
- Primary flip-flop cell chosen by synthesis mapping: edfxtp_1
- Fraction of synthesized cell area in xor and xnor cells: 0.110%
- Clk sinks: 4133
- Number of cell rows: 243
- IO buf count: 109
[cell families after synthesis]
| logic type | after synthesis |
|---|---|
| flip-flops | 4133 |
| adder cells (fa/ha/maj) | 6 |
| buffers and inverters | 971 |
| multiplexers | 41 |
| XOR/XNOR | 22 |
| AND/OR/NAND/NOR | 2023 |
| other | 1 |
| AND-OR/OR-AND | 4554 |
[per-layer routing]
layer  overflow  GRT usage (%)
met3       5161            102
met5        583           94.6
met4       4012           99.5
met1       6302            103
met2       9825            107
[cells in the mapped netlist (24+ instances only)]
master and n:
o22ai_1 43, a211oi_1 54, nor3_1 247, and4_1 24, nor4_1 144, a21oi_1 197
dfrtp_1 36, o2111ai_1 29, nand2_1 352, a222oi_1 167, buf_1 161, a32oi_1 120
a221oi_1 890, o21ai_0 108, buf_2 95, o2bb2ai_1 36, nand4_1 497, or4_1 37
a32o_1 46, a22oi_1 1525, a22o_1 976, a31oi_1 52, a221o_1 56, clkbuf_1 679
o211ai_1 56, a2111oi_0 45, and3_1 48, nand3_1 248, edfxtp_1 4096, nor2_1 305
inv_1 25
[what timing repair did]
item | CTS
buffers inserted | 5
resized | 6
endpoints found under the setup margin | 9
pin swaps | 2
[per-stage QoR]
step	TNS, ns	setup WS [ns]	hold WS [ns]
floorplan	0	2.32	0.331
global placement	-3.55	-1.20	0.335
detailed placement	-1.13	-0.404	0.342
CTS	0	0.0127	0.350
