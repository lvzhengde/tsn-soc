### ./design.v
module biriscv_npc
#(
    parameter SUPPORT_BRANCH_PREDICTION = 1 ,
    parameter NUM_BTB_ENTRIES  = 32         ,
    parameter NUM_BTB_ENTRIES_W = 5         ,
    parameter NUM_BHT_ENTRIES  = 512        ,
    parameter NUM_BHT_ENTRIES_W = 9         ,
    parameter RAS_ENABLE       = 1          ,
    parameter GSHARE_ENABLE    = 0          ,
    parameter BHT_ENABLE       = 1          ,
    parameter NUM_RAS_ENTRIES  = 8          ,
    parameter NUM_RAS_ENTRIES_W = 3         
)
(
    input           clk                   ,
    input           rst_n                 ,
    input           invalidate_i          ,
    input           branch_request_i      ,
    input           branch_is_taken_i     ,
    input           branch_is_not_taken_i ,
    input  [ 31:0]  branch_source_i       ,
    input           branch_is_call_i      ,
    input           branch_is_ret_i       ,
    input           branch_is_jmp_i       ,
    input  [ 31:0]  branch_pc_i           ,
    input  [ 31:0]  pc_f_i                ,
    input           pc_accept_i           ,
    output [ 31:0]  next_pc_f_o     ,
    output [  1:0]  next_taken_f_o  
);
    localparam RAS_INVALID = 32'h00000001;
    generate
        if (SUPPORT_BRANCH_PREDICTION)
        begin: BRANCH_PREDICTION
            wire        pred_taken_w;
            wire        pred_ntaken_w;
            wire        btb_valid_w;
            wire        btb_upper_w;
            wire [31:0] btb_next_pc_w;
            wire        btb_is_call_w;
            wire        btb_is_ret_w;
            reg [NUM_RAS_ENTRIES_W-1:0] ras_index_real_q;
            reg [NUM_RAS_ENTRIES_W-1:0] ras_index_real_r;
            always @(*) begin
                ras_index_real_r = ras_index_real_q;
                if (branch_request_i & branch_is_call_i)
                    ras_index_real_r = ras_index_real_q + 1;
                else if (branch_request_i & branch_is_ret_i)
                    ras_index_real_r = ras_index_real_q - 1;
            end
            always @(posedge clk or negedge rst_n) begin
                if (!rst_n)
                    ras_index_real_q <= {NUM_RAS_ENTRIES_W{1'b0}};
                else
                    ras_index_real_q <= ras_index_real_r;
            end
            reg [31:0] ras_stack_q[NUM_RAS_ENTRIES-1:0];
            reg [NUM_RAS_ENTRIES_W-1:0] ras_index_q;
            reg [NUM_RAS_ENTRIES_W-1:0] ras_index_r;
            wire [31:0] ras_pc_pred_w   = ras_stack_q[ras_index_q];
            wire        ras_call_pred_w = RAS_ENABLE & (btb_valid_w & btb_is_call_w) & ~ras_pc_pred_w[0];
            wire        ras_ret_pred_w  = RAS_ENABLE & (btb_valid_w & btb_is_ret_w) & ~ras_pc_pred_w[0];
            always @(*) begin
                ras_index_r = ras_index_q;
                if (branch_request_i & branch_is_call_i)
                    ras_index_r = ras_index_real_q + 1;
                else if (branch_request_i & branch_is_ret_i)
                    ras_index_r = ras_index_real_q - 1;
                else if (ras_call_pred_w & pc_accept_i)
                    ras_index_r = ras_index_q + 1;
                else if (ras_ret_pred_w & pc_accept_i)
                    ras_index_r = ras_index_q - 1;
            end
            integer i3;
            always @(posedge clk or negedge rst_n) begin
                if (!rst_n)
                begin
                    for (i3 = 0; i3 < NUM_RAS_ENTRIES; i3 = i3 + 1) 
                    begin
                        ras_stack_q[i3] <= RAS_INVALID;
                    end
                    ras_index_q <= {NUM_RAS_ENTRIES_W{1'b0}};
                end
                else if (branch_request_i & branch_is_call_i)
                begin
                    ras_stack_q[ras_index_r] <= branch_source_i + 32'd4;
                    ras_index_q              <= ras_index_r;
                end
                else if (ras_call_pred_w & pc_accept_i)
                begin
                    ras_stack_q[ras_index_r] <= (btb_upper_w ? (pc_f_i | 32'd4) : pc_f_i) + 32'd4;
                    ras_index_q              <= ras_index_r;
                end
                else if ((ras_ret_pred_w & pc_accept_i) || (branch_request_i & branch_is_ret_i))
                begin
                    ras_index_q              <= ras_index_r;
                end
            end
            reg [NUM_BHT_ENTRIES_W-1:0] global_history_real_q;
            always @(posedge clk or negedge rst_n) begin
                if (!rst_n)
                    global_history_real_q <= {NUM_BHT_ENTRIES_W{1'b0}};
                else if (branch_is_taken_i || branch_is_not_taken_i)
                    global_history_real_q <= {global_history_real_q[NUM_BHT_ENTRIES_W-2:0], branch_is_taken_i};
            end
            reg [NUM_BHT_ENTRIES_W-1:0] global_history_q;
            always @(posedge clk or negedge rst_n) begin
                if (!rst_n)
                    global_history_q <= {NUM_BHT_ENTRIES_W{1'b0}};
                else if (branch_request_i)
                    global_history_q <= {global_history_real_q[NUM_BHT_ENTRIES_W-2:0], branch_is_taken_i};
                else if (pred_taken_w || pred_ntaken_w)
                    global_history_q <= {global_history_q[NUM_BHT_ENTRIES_W-2:0], pred_taken_w};
            end
            wire [NUM_BHT_ENTRIES_W-1:0] gshare_wr_entry_w = (branch_request_i ? global_history_real_q : global_history_q) ^ branch_source_i[2+NUM_BHT_ENTRIES_W-1:2];
            wire [NUM_BHT_ENTRIES_W-1:0] gshare_rd_entry_w = global_history_q ^ {pc_f_i[3+NUM_BHT_ENTRIES_W-2:3],btb_upper_w};
            reg [1:0]                    bht_sat_q[NUM_BHT_ENTRIES-1:0];
            wire [NUM_BHT_ENTRIES_W-1:0] bht_wr_entry_w = GSHARE_ENABLE ? gshare_wr_entry_w : branch_source_i[2+NUM_BHT_ENTRIES_W-1:2];
            wire [NUM_BHT_ENTRIES_W-1:0] bht_rd_entry_w = GSHARE_ENABLE ? gshare_rd_entry_w : {pc_f_i[3+NUM_BHT_ENTRIES_W-2:3],btb_upper_w};
            integer i4;
            always @(posedge clk or negedge rst_n) begin
                if (!rst_n)
                begin
                    for (i4 = 0; i4 < NUM_BHT_ENTRIES; i4 = i4 + 1)
                    begin
                        bht_sat_q[i4] = 2'd3;   
                    end
                end
                else if (branch_is_taken_i && bht_sat_q[bht_wr_entry_w] < 2'd3)
                    bht_sat_q[bht_wr_entry_w] <= bht_sat_q[bht_wr_entry_w] + 2'd1;
                else if (branch_is_not_taken_i && bht_sat_q[bht_wr_entry_w] > 2'd0)
                    bht_sat_q[bht_wr_entry_w] <= bht_sat_q[bht_wr_entry_w] - 2'd1;
            end
            wire bht_predict_taken_w = BHT_ENABLE && (bht_sat_q[bht_rd_entry_w] >= 2'd2);
            reg [31:0]  btb_pc_q[NUM_BTB_ENTRIES-1:0];
            reg [31:0]  btb_target_q[NUM_BTB_ENTRIES-1:0];
            reg         btb_is_call_q[NUM_BTB_ENTRIES-1:0];
            reg         btb_is_ret_q[NUM_BTB_ENTRIES-1:0];
            reg         btb_is_jmp_q[NUM_BTB_ENTRIES-1:0];
            reg         btb_valid_r;
            reg         btb_upper_r;
            reg         btb_is_call_r;
            reg         btb_is_ret_r;
            reg [31:0]  btb_next_pc_r;
            reg         btb_is_jmp_r;
            reg [NUM_BTB_ENTRIES_W-1:0] btb_entry_r;
            integer i0;
            always @(*) begin
                btb_valid_r   = 1'b0;
                btb_upper_r   = 1'b0;
                btb_is_call_r = 1'b0;
                btb_is_ret_r  = 1'b0;
                btb_is_jmp_r  = 1'b0;
                btb_next_pc_r = {pc_f_i[31:3],3'b0} + 32'd8;
                btb_entry_r   = {NUM_BTB_ENTRIES_W{1'b0}};
                for (i0 = 0; i0 < NUM_BTB_ENTRIES; i0 = i0 + 1)
                begin
                    if (btb_pc_q[i0] == pc_f_i)
                    begin
                        btb_valid_r   = 1'b1;
                        btb_upper_r   = pc_f_i[2];
                        btb_is_call_r = btb_is_call_q[i0];
                        btb_is_ret_r  = btb_is_ret_q[i0];
                        btb_is_jmp_r  = btb_is_jmp_q[i0];
                        btb_next_pc_r = btb_target_q[i0];
                        btb_entry_r   = i0;
                    end
                end
                if (~btb_valid_r && ~pc_f_i[2])
                    for (i0 = 0; i0 < NUM_BTB_ENTRIES; i0 = i0 + 1)
                    begin
                        if (btb_pc_q[i0] == (pc_f_i | 32'd4))
                        begin
                            btb_valid_r   = 1'b1;
                            btb_upper_r   = 1'b1;
                            btb_is_call_r = btb_is_call_q[i0];
                            btb_is_ret_r  = btb_is_ret_q[i0];
                            btb_is_jmp_r  = btb_is_jmp_q[i0];
                            btb_next_pc_r = btb_target_q[i0];
                            btb_entry_r   = i0;
                        end
                    end
            end
            reg [NUM_BTB_ENTRIES_W-1:0]  btb_wr_entry_r;
            wire [NUM_BTB_ENTRIES_W-1:0] btb_wr_alloc_w;
            reg btb_hit_r;
            reg btb_miss_r;
            integer i1;
            always @(*) begin
                btb_wr_entry_r = {NUM_BTB_ENTRIES_W{1'b0}};
                btb_hit_r      = 1'b0;
                btb_miss_r     = 1'b0;
                if (branch_request_i)
                begin
                    for (i1 = 0; i1 < NUM_BTB_ENTRIES; i1 = i1 + 1)
                    begin
                        if (btb_pc_q[i1] == branch_source_i)
                        begin
                            btb_hit_r      = 1'b1;
                            btb_wr_entry_r = i1;
                        end
                    end
                    btb_miss_r = ~btb_hit_r;
                end
            end
            integer i2;
            always @(posedge clk or negedge rst_n) begin
                if (!rst_n)
                begin
                    for (i2 = 0; i2 < NUM_BTB_ENTRIES; i2 = i2 + 1)
                    begin
                        btb_pc_q[i2]     <= 32'b0;
                        btb_target_q[i2] <= 32'b0;
                        btb_is_call_q[i2]<= 1'b0;
                        btb_is_ret_q[i2] <= 1'b0;
                        btb_is_jmp_q[i2] <= 1'b0;
                    end
                end
                else if (btb_hit_r)
                begin
                    btb_pc_q[btb_wr_entry_r]     <= branch_source_i;
                    if (branch_is_taken_i)
                        btb_target_q[btb_wr_entry_r] <= branch_pc_i;
                    btb_is_call_q[btb_wr_entry_r]<= branch_is_call_i;
                    btb_is_ret_q[btb_wr_entry_r] <= branch_is_ret_i;
                    btb_is_jmp_q[btb_wr_entry_r] <= branch_is_jmp_i;
                end
                else if (btb_miss_r)
                begin
                    btb_pc_q[btb_wr_alloc_w]     <= branch_source_i;
                    btb_target_q[btb_wr_alloc_w] <= branch_pc_i;
                    btb_is_call_q[btb_wr_alloc_w]<= branch_is_call_i;
                    btb_is_ret_q[btb_wr_alloc_w] <= branch_is_ret_i;
                    btb_is_jmp_q[btb_wr_alloc_w] <= branch_is_jmp_i;
                end
            end
            biriscv_npc_lfsr
            #(
               .DEPTH     (NUM_BTB_ENTRIES)   ,
               .ADDR_W    (NUM_BTB_ENTRIES_W) 
            )
            u_lru
            (
                .clk              (clk)           ,
                .rst_n            (rst_n)         ,
                .hit_i            (btb_valid_r)   ,
                .hit_entry_i      (btb_entry_r)   ,
                .alloc_i          (btb_miss_r)    ,
                .alloc_entry_o    (btb_wr_alloc_w)
            );
            assign btb_valid_w   = btb_valid_r;
            assign btb_upper_w   = btb_upper_r;
            assign btb_is_call_w = btb_is_call_r;
            assign btb_is_ret_w  = btb_is_ret_r;
            assign next_pc_f_o   = ras_ret_pred_w      ? ras_pc_pred_w : 
                                   (bht_predict_taken_w | btb_is_jmp_r) ? btb_next_pc_r :
                                   {pc_f_i[31:3],3'b0} + 32'd8;
            assign next_taken_f_o = (btb_valid_w & (ras_ret_pred_w | bht_predict_taken_w | btb_is_jmp_r)) ? 
                                    pc_f_i[2] ? {btb_upper_r, 1'b0} :
                                    {btb_upper_r, ~btb_upper_r} : 2'b0;
            assign pred_taken_w   = btb_valid_w & (ras_ret_pred_w | bht_predict_taken_w | btb_is_jmp_r) & pc_accept_i;
            assign pred_ntaken_w  = btb_valid_w & ~pred_taken_w & pc_accept_i;
        end
        else
        begin: NO_BRANCH_PREDICTION
            assign next_pc_f_o    = {pc_f_i[31:3],3'b0} + 32'd8;
            assign next_taken_f_o = 2'b0;
        end
    endgenerate
endmodule
module biriscv_npc_lfsr
#(
    parameter DEPTH            = 32       ,
    parameter ADDR_W           = 5        ,
    parameter INITIAL_VALUE    = 16'h0001 ,
    parameter TAP_VALUE        = 16'hB400 
)
(
    input                clk         ,
    input                rst_n       ,
    input                hit_i       ,
    input  [ADDR_W-1:0]  hit_entry_i ,
    input                alloc_i     ,
    output [ADDR_W-1:0]  alloc_entry_o
);
    reg [15:0] lfsr_q;
    always @(posedge clk or negedge rst_n) begin
        if (!rst_n)
            lfsr_q <= INITIAL_VALUE;
        else if (alloc_i)
        begin
            if (lfsr_q[0])
                lfsr_q <= {1'b0, lfsr_q[15:1]} ^ TAP_VALUE;
            else
                lfsr_q <= {1'b0, lfsr_q[15:1]};
        end
    end
    assign alloc_entry_o = lfsr_q[ADDR_W-1:0];
endmodule
### ./run.sh
#!/bin/bash
# OpenROAD 26Q1-2900-gdf79404cd8, Yosys 0.63+post, stock flow scripts
make -C /OpenROAD-flow-scripts/flow DESIGN_CONFIG=/design/flow/config.mk WORK_HOME=/design/flow/orfs finish
### ./config.mk
export PLATFORM = sky130hd
export DESIGN_NAME = biriscv_npc
export DESIGN_NICKNAME = biriscv_npc
export VERILOG_FILES = /design/flow/design.v
export SDC_FILE = /design/flow/constraint.sdc
export NUM_CORES = 4
export LEC_CHECK = 1
export CORE_UTILIZATION = 40
### ./constraint.sdc
current_design biriscv_npc

set clk_period 76.6
set clk_io_pct 0.2

create_clock -name clk0 -period $clk_period [get_ports {clk}]

set non_clock_inputs [all_inputs -no_clocks]
set_input_delay [expr $clk_period * $clk_io_pct] -clock clk0 $non_clock_inputs
set_output_delay [expr $clk_period * $clk_io_pct] -clock clk0 [all_outputs]
==> notes.md <==
run metrics: Final Critical Period=between 40 and 50 ns, P&R area growth vs syn=13.5%, final wirelength=roughly 1300 mm, Synth area leader=dfrtp_1, Sw Pwr=1860 uW, violated checks=capacitance limit, slew limit, Combinational Power Share=20.5%, Max-area cell share=29.6%, EDFF count, synth=0, Port Buffers=138, Ys Warns=9, CTS buffer count=402, pwr dens=25.0 nW/um2, mapped cell area=204000 um2, sequential area share after synthesis=43.0%, drt pass-1 iters=12, clk buf depth=4, CTS Hold Buffers Added=0, beginning of the critical path=pc_f_i[21], clock slew at reported path FFs=~0.06 ns, first-pass GRT wire length=roughly 1700 mm, Main area contributors=dfrtp_1 (30%), mux2_2 (19%), dfstp_2 (13%), Setup WS pre-CTS=34.93 ns, Setup CP Type=in2out, post-DP HPWL=907 mm, post-route ant nets=0, status=finished, violations left, RD Place Congestion=approximately 1.2, Max Slew Vio Count=6, simple share=12.1%, Seq cells post-synth=3446, Critical Path Fanout Max=41, reg-to-reg endpoint=BRANCH_PREDICTION.ras_stack_q[2][30], # Cells Yosys=19.7k, synth unique cells=91, CTS tree=done, Max-Cap Viols=1, syn avg cell area=10.3 um2, Hold Fails Final Rpt=0, Internal=3920 uW, FP Util=40.2%, Dominant flop cell=dfrtp_1, core box area=506000 um2, switch share=32.1%, post-synthesis async set-or-reset flop share=100%, setup bufs post-CTS=0, gr ovfl total=0, Static Leak=0.0964 uW, Core Util, Final=45.7%, number of global-route vias before repair=177k, largest net degree at the start of global routing=approximately 130, xor+xnor area frac=9.11%, die extent in y=716 um, wire length per cell=48.0 um, Die Size=512000 um2, final setup margin=between 30 and 40 ns, Setup TNS=0 ns, Reg2Reg Setup Slack=between 60 and 70 ns, Peak VDD IR=approximately 0.022 mV, post-layout period usage=55.5%, Sink Count=3446, yosys stat area=204000 um2, Detailed Route Iter0 Violations=between 20k and 25k, initial antenna violation count=~210, # H-tree levels=5, Syn Inst Count=~20k, clock share of power=35.7%, post-CTS resize count=0, Setup crit end kind=output port, fraction of layout cells with a size suffix above 1=34.2%, # rows=261, RSZ-0062 raised after global routing=false, drc violations=0, Mux cell area share=approximately a fifth, CP Launch Type=input pin, Dominant comb cell=multiplexers, WHS=0.465 ns, Worst-Margin Slew=1.63 ns, Die Wd=716 um, Clock Skew=0.0769 ns, Latency at later pin=1.10 ns, Root Buffer=clkbuf_16, Log Warnings=65, via count=189k, yosys adder share=less than 1%, R2R cell count=28, crit path DRT=61.28 ns, Worst EP arrival=27.21 ns, I/O pin count=140, Worst slew margin=-9.24%, Min-Delay Path Class=reg2reg, Seq pwr share=between 40% and 50%, reg2reg start=BRANCH_PREDICTION.btb_pc_q[8][3], Total GRT Usage=51.7%, Finish-stage setup viols=0, Via-to-Cell Ratio=between 7 and 8, fmax=23.5 MHz, Critical Path Sink=next_pc_f_o[22], aoi share=12.0%
==> cell usage after synthesis (576+ instances only) <==
| library cell | n |
|---|---|
| dfstp_2 | 1033 |
| xnor2_1 | 1481 |
| nor2_1 | 954 |
| nand2_1 | 1118 |
| xor2_1 | 638 |
| clkbuf_1 | 1340 |
| a21oi_1 | 643 |
| o21ai_0 | 639 |
| nand3_1 | 710 |
| mux2_2 | 3385 |
| or3_1 | 576 |
| dfrtp_1 | 2413 |
==> flip-flops by register name (all words and copies together) (netlist names) <==
name                                count
BRANCH_PREDICTION.btb_is_call_q        32
BRANCH_PREDICTION.btb_is_jmp_q         32
BRANCH_PREDICTION.btb_is_ret_q         32
BRANCH_PREDICTION.btb_target_q       1024
BRANCH_PREDICTION.ras_index_q           3
BRANCH_PREDICTION.btb_pc_q           1024
BRANCH_PREDICTION.bht_sat_q          1024
BRANCH_PREDICTION.ras_stack_q         256
BRANCH_PREDICTION.u_lru.lfsr_q         16
BRANCH_PREDICTION.ras_index_real_q      3
==> cell families after synthesis <==
group | count (synthesis)
compound gates | 3568
xor+xnor | 2119
fa+ha+maj | 11
buf+inv | 2047
flops | 3446
mux | 3550
simple gates | 4938
==> through the flow <==
step	instances	area, um2	total power, uW
6_report	26860	231000	5780
3_5_place_dp	25896	217000	3690
2_1_floorplan	19679	204000	3220
3_3_place_gp	25896	217000	3670
5_1_grt	26685	231000	5950
4_1_cts	26630	231000	5740
==> routing by layer <==
metal | global-route usage [%] | share of wire (%) | up-vias
met2 | 66.7 | 39 | 15443
met3 | 30.6 | 15 | 5117
met4 | 45.0 | 12 | 100
li1 | - | - | 72628
met5 | 4.74 | 0.25 | -
met1 | 60.1 | 34 | 95747
==> power by group through the flow <==
| stage | combinational (uW) | clock, uW | sequential (uW) |
|---|---|---|---|
| CTS | 1160 | 2070 | 2520 |
| global route | 1240 | 2130 | 2570 |
| finish | 1180 | 2060 | 2530 |
==> critical path: stages <==
cell and delay, ns:
buf_4 0.32, buf_4 0.61, buf_4 0.64, xnor2_1 0.15
nand4_1 0.12, nor4_1 0.06, buf_4 0.18, nand3_1 0.11
buf_4 0.43, nand2_1 0.48, nor3_1 1.22, nand4_1 0.18
buf_4 0.36, mux2_4 0.60, buf_4 0.41, buf_4 0.33
nor4_1 0.49, a31oi_1 0.18, a21oi_1 0.33, nand4_1 0.52
nor4_1 0.42, nand4_1 0.18, mux2_4 0.38, nor2_4 0.68
buf_4 0.45, mux2i_1 0.16, o21ai_1 0.81, clkdlybuf4s50_1 0.84
==> layout make-up <==
| cell class | count | area, um2 |
|---|---|---|
| tap | 6706 | 8390 |
| clock inverter | 135 | 2000 |
| timing repair buffer | 1419 | 11000 |
| fill | 46649 | 275000 |
| multi-input combinational | 14186 | 109000 |
| sequential | 3446 | 87500 |
| inverter | 141 | 529 |
| clock buffer | 599 | 11800 |
| antenna | 228 | 571 |
==> cell usage in the layout, fill, tap and decap left out, types with 308 or more instances in the layout <==
master / instances
buf_4: 1310
or3_1: 572
nor4_1: 327
clkbuf_16: 407
dfrtp_1: 2412
o21ai_0: 628
nor2_1: 857
xnor2_1: 1470
dfstp_2: 1033
nand2_1: 1092
a22oi_1: 408
xor2_1: 630
mux2_2: 3384
a21oi_1: 637
o22ai_1: 308
nand4_1: 573
nand3_1: 689
==> worst min-delay path by stage <==
stage	startpoint	cells past startpoint	to	slack, ns
global route	BRANCH_PREDICTION.u_lru.lfsr_q[8]	2	BRANCH_PREDICTION.u_lru.lfsr_q[8]	0.50
finish	BRANCH_PREDICTION.u_lru.lfsr_q[7]	2	BRANCH_PREDICTION.u_lru.lfsr_q[6]	0.46
CTS	BRANCH_PREDICTION.u_lru.lfsr_q[7]	2	BRANCH_PREDICTION.u_lru.lfsr_q[6]	0.46
Power and IR drop assume default switching activity.
